==> design.v <==
module ram (address,data_in,data_out,clk,we);
parameter length = 256;
parameter width = 32;
input clk,we;
input [width-1:0]address;
input [width-1:0]data_in;
output [width-1:0]data_out;
reg [width-1:0] mem [length-1:0];
wire [$clog2(length)-1:0]trunc_add;
function [$clog2(length)-1:0] address_trunc;
input [width-1:0]add;
address_trunc = add;
endfunction
assign trunc_add = address_trunc (address);
assign data_out = mem [trunc_add];
always@(posedge clk)
begin
	if (we)
		mem [trunc_add] = data_in;
	else
		mem [trunc_add] = mem [trunc_add];
end
endmodule
==> run.sh <==
#!/bin/bash
# OpenROAD 26Q1-2900-gdf79404cd8, Yosys 0.63+post, stock flow scripts
make -C /OpenROAD-flow-scripts/flow DESIGN_CONFIG=/design/flow/config.mk WORK_HOME=/design/flow/orfs finish
==> config.mk <==
export PLATFORM = sky130hd
export DESIGN_NAME = ram
export DESIGN_NICKNAME = ram
export VERILOG_FILES = /design/flow/design.v
export SDC_FILE = /design/flow/constraint.sdc
export NUM_CORES = 4
export LEC_CHECK = 1
export CORE_UTILIZATION = 30
export SYNTH_HDL_FRONTEND = slang
==> constraint.sdc <==
current_design ram

set clk_period 72.0
set clk_io_pct 0.2

create_clock -name clk0 -period $clk_period [get_ports {clk}]

set non_clock_inputs [all_inputs -no_clocks]
set_input_delay [expr $clk_period * $clk_io_pct] -clock clk0 $non_clock_inputs
set_output_delay [expr $clk_period * $clk_io_pct] -clock clk0 [all_outputs]
==> flow_metrics.py <==
# Metrics from the implementation run
metrics = {
    "flow_run": {
        "cap_violations": 0,
        "warnings": 53,
    },
    "layout": {
        "largest_reg_flops": 8192,
        "drive_above_1_share_pct": 17.0,
        "area_growth_pct": 11.7,
        "final_util_pct": 33.6,
        "num-fill-cells": 114989,
    },
    "grt": {
        "antenna_found_initial": 63,
        "grt_max_degree": 103,
        "grt_use_total_pct": 22.6,
        "grt_first_pass_wirelength_um": 1850000,
        "overflow": 0,
        "first_global_vias": 250374,
    },
    "synthesis": {
        "synth_area_um2": 367000,
        "top_area_cell": "edfxtp_1",
        "yosys_warnings": 0,
        "ys_seq_share_pct": 67.1,
        "yosys_area_um2": 367000,
        "synthArstFlopShare_pct": 0,
        "synth_cells": 25413,
        "yosysUniqueCellTypes": 39,
        "ys_ff": 8192,
        "flop_cell": "edfxtp_1",
        "ys_cells": 25413,
        "yosysMostFrequentCell": "a21oi_1",
        "common_cells": "a21oi_1, edfxtp_1, clkbuf_1",
        "synth.area.top_cells": "edfxtp_1, a21oi_1, mux4_2, mux2i_1, clkbuf_1",
        "synth.avg_cell_area_um2": 14.4,
        "synth.top_cell.area_share_pct": 67.1,
        "edf_count": 8192,
    },
    "sta": {
        "period_used_pct": 52.9,
        "worst_slew_pin_slew_ps": 1150,
        "final_max_slew_viol_count": 0,
        "finalWorstPathRequiredPeriod_ps": 38120,
        "relSlewSlack_pct": 23.1,
        "tns_ps": 0,
        "finalHoldViolations": 0,
        "rsz0062_at_grt": "no",
        "finalSetupViolCount": 0,
        "finClkSkew_ps": 101,
        "clock.fmax_mhz": 26.2,
    },
    "critical_path": {
        "cp-start-kind": "input port",
        "arrival_ps": 23720,
        "critPathTopFamily": "buffers and inverters",
        "worst-path-max-fanout": 59,
        "critPathBufInv": 13,
        "cp_common_cell": "buf_4",
        "max_stage_delay_ps": 760,
        "path_cells": "buf_16 -> buf_4 -> buf_4 -> buf_4 -> buf_4 -> buf_4 -> buf_4 -> buf_4 -> buf_4 -> buf_4 -> mux2i_1 -> a22oi_1 -> nand3_1 -> a41oi_1 -> buf_4 -> nor2_1 -> a22oi_1 -> buf_4 -> clkdlybuf4s50_1",
        "cp_slowest_cell": "buf_4",
        "critPathRequiredTime_ps": 57600,
        "endpoint_kind": "output pin",
        "path_class": "input port to output pin",
    },
    "clocking": {
        "post-cts-setup-buffers": 0,
        "cts.htree.levels": 6,
        "cts_max_path_buffers": 5,
        "hold_buffers": 0,
        "cts_root_buffer": "clkbuf_16",
        "clkSlewWorstSetupHoldPaths_ps": 60,
        "ctsResizeCount": 0,
        "cts_inserted_buffers": 808,
        "clk_latency_ps": 1160,
        "cts_tree": "built",
        "clock-sinks": 8192,
    },
    "placed_design": {
        "place_congestion": 0.958,
        "place.port_buffers": 73,
        "place_hpwl_um": 803000,
    },
    "route": {
        "via_per_inst": 5.76,
        "post_drt_wl_per_cell_um": 32.2,
        "vias": 237576,
        "antenna_left": 0,
        "drcViolationCount": 0,
        "firstDrtPassIters": 10,
        "wirelength_um": 1330000,
        "drt-initial-drc-count": 19375,
    },
    "run_status": {
        "status": "finished clean",
    },
    "die": {
        "die_w_um": 1110,
        "dieHeight_um": 1110,
        "fp_util_pct": 30.1,
        "ios": 98,
        "chipArea_um2": 1230000,
        "core_area_um2": 1220000,
        "rows": 405,
    },
    "power": {
        "p_leak_nw": 114,
        "power.density_nw_per_um2": 24.4,
        "ir_drop_mv": 0.0242,
    },
    "hold_path": {
        "hp-class": "register to register",
    },
}
==> per-layer routing <==
metal	vias to the layer above	track usage [%]	part of all wire [%]
met2	17738	31.8	43
met5	-	4.94	0.57
met1	118257	21.6	29
met3	3411	19.1	19
li1	98024	-	-
met4	146	14.1	8.1
==> cells in the final DEF (no fill, tap or decap), types with 5 or more instances in the layout <==
master           count
diode_2             61
buf_12              27
edfxtp_1          8192
nand4_1            128
clkbuf_1           191
o41ai_2             20
buf_4             1442
bufinv_16           40
a31oi_1            252
nor2_4              15
nand3_1            257
o41ai_4             44
clkbuf_16          817
mux4_2            1532
mux2i_1           1032
a22oi_1            926
nor2_1              38
nand2_4             32
clkinvlp_4          18
nor2b_4              9
clkinv_2           123
nor4_4              22
clkinv_16            6
inv_16              11
a41oi_1            127
clkinv_4             5
a21oi_1           8318
nand2_1            265
and3_1             384
inv_1              256
inv_6               24
clkdlybuf4s50_1     65
nand2b_1             8
nor3_1              32
nor4_2              12
nor3_2              11
clkinv_1           217
==> per-stage QoR <==
| stage | power [W] | setup WS [ps] | cells | cell area (µm²) | hold WS [ps] |
|---|---|---|---|---|---|
| floorplan | 0.00565 | 41190 | 25413 | 367000 | 1070 |
| global placement | 0.00598 | 33990 | 39762 | 385000 | 1260 |
| detailed placement | 0.00599 | 34010 | 39762 | 385000 | 1300 |
| CTS | 0.00999 | 34020 | 41218 | 409000 | 1310 |
| global route | 0.0102 | 33680 | 41249 | 409000 | 1380 |
| finish | 0.00999 | 33880 | 41279 | 409000 | 1350 |
==> worst reg2reg max path, stage by stage, from the launching register on <==
cell and delay [ps]:
edfxtp_1 360, mux4_2 470, and3_1 190, a21oi_1 680, nand4_1 900, o41ai_4 500
buf_4 500, buf_4 610, buf_4 500, a21oi_1 140
==> logic make-up after synthesis <==
| logic type | after synthesis | share of synthesized area (%) |
|---|---|---|
| multiplexers | 2565 | 12.2 |
| AND-OR/OR-AND | 9695 | 14.2 |
| flip-flops | 8192 | 67.1 |
| buffers and inverters | 3727 | 4.65 |
| AND/OR/NAND/NOR | 1234 | 1.77 |
==> path summary, 6_finish.rpt <==
check	start	endpoint	slack (ps)	depth (start not counted)
min reg2reg	mem[3776]	mem[6912]	1350	6
max reg2reg	mem[807]	mem[4359]	66820	9
max	address[1]	data_out[5]	33880	19
min	mem[3776]	mem[6912]	1350	6
==> where the power goes <==
| part | leakage (nW) | switching, W | total, W | internal [W] |
|---|---|---|---|---|
| Sequential | 61.7 | 0.00000307 | 0.00519 | 0.00518 |
| Combinational | 40.1 | 0.000572 | 0.000728 | 0.000156 |
| Clock | 12.0 | 0.00185 | 0.00408 | 0.00223 |
| Total | 114 | 0.00243 | 0.00999 | 0.00757 |
==> layout make-up <==
cell class / instances / area (µm²) / share of cell area (%)
inverters: 256 / 961 / 0.235
clock inverters: 448 / 3490 / 0.851
clock buffers: 1008 / 21200 / 5.17
diodes: 61 / 153 / 0.0373
well taps: 16280 / 20400 / 4.98
flip-flops and latches: 8192 / 246000 / 60.1
repair buffers: 1540 / 12100 / 2.96
multi-input cells: 13494 / 105000 / 25.7
Power figures rest on the tool's default switching activity, not on a simulated workload.
